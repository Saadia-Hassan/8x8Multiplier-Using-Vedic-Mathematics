==> ./run.sh <==
#!/bin/bash
# OpenROAD 26Q1-2900-gdf79404cd8, Yosys 0.63+post, stock flow scripts
make -C /OpenROAD-flow-scripts/flow DESIGN_CONFIG=/design/flow/config.mk WORK_HOME=/design/flow/orfs finish
==> ./config.mk <==
export PLATFORM = sky130hd
export DESIGN_NAME = vedic8x8
export DESIGN_NICKNAME = vedic8x8
export VERILOG_FILES = /design/flow/design.v
export SDC_FILE = /design/flow/constraint.sdc
export NUM_CORES = 4
export LEC_CHECK = 1
export CORE_UTILIZATION = 40
==> ./constraint.sdc <==
current_design vedic8x8

set clk_period 17.7
set clk_io_pct 0.2

create_clock -name clk0 -period $clk_period

set non_clock_inputs [all_inputs -no_clocks]
set_input_delay [expr $clk_period * $clk_io_pct] -clock clk0 $non_clock_inputs
set_output_delay [expr $clk_period * $clk_io_pct] -clock clk0 [all_outputs]
==> ./design.v <==
`timescale 1ns / 1ps
module vedic8x8(a, b, result);
    input  [7:0] a,b;
    output [15:0] result;
    wire [15:0] result;
wire [7:0] temp1;
wire [7:0] temp2;
wire [7:0] temp3;
wire [9:0] temp4;
wire [9:0] temp5;
wire [7:0] temp6;
wire [7:0] temp7;
vedic4x4 M1(a[3:0], b[3:0], temp1);
assign result[3:0] = temp1[3:0];
vedic4x4 M2(a[7:4], b[3:0], temp2);
vedic4x4 M3(a[3:0], b[7:4], temp3);
adder10 A1({2'b00, temp2}, {2'b00,temp3}, temp4);
adder10 A2(temp4, {6'b000000, temp1[7:4]}, temp5);
assign result[7:4] = temp5[3:0];
vedic4x4 M4(a[7:4], b[7:4], temp6);
adder8 A3(temp6, {2'b00,temp5[9:4]}, temp7);
assign result[15:8] = temp7;
endmodule
module vedic4x4(a, b, result);
    input  [3:0] a,b;
    output [7:0] result;
    wire [7:0] result;
wire [3:0] temp1;
wire [3:0] temp2;
wire [3:0] temp3;
wire [5:0] temp4;
wire [5:0] temp5;
wire [3:0] temp6;
wire [3:0] temp7;
wire [5:0] w1;
vedic_2x2 V1(a[1:0], b[1:0], temp1);
assign result[1:0] = temp1[1:0];
vedic_2x2 V2(a[3:2], b[1:0], temp2);
vedic_2x2 V3(a[1:0], b[3:2], temp3);
assign w1 = {4'b0000, temp1[3:2]};
adder6 A1({2'b00, temp3}, {2'b00, temp2}, temp4);
adder6 A2(temp4, w1, temp5);
assign result[3:2] = temp5[1:0];
vedic_2x2 V4(a[3:2], b[3:2], temp6);
adder4 A3(temp6, temp5[5:2], temp7);
assign result[7:4] = temp7;
endmodule
module vedic_2x2 (a, b, result);
    input [1:0] a,b;
    output [3:0] result;
    wire [3:0] w;
    assign result[0]= a[0]&b[0];
    assign w[0]     = a[1]&b[0];
    assign w[1]     = a[0]&b[1];
    assign w[2]     = a[1]&b[1];
    halfAdder H0(w[0], w[1], result[1], w[3]);
    halfAdder H1(w[2], w[3], result[2], result[3]);    
endmodule
module halfAdder(a,b,sum,carry);
    input a,b;
    output sum, carry;
assign sum   = a ^ b;
assign carry = a & b;
endmodule
module adder4(a,b,sum);
input [3:0] a,b;
output [3:0] sum;
wire [3:0] sum;
assign sum = a + b;
endmodule
module adder6(a,b,sum);
input [5:0] a,b;
output [5:0] sum;
wire [5:0] sum;
assign sum = a + b;
endmodule
module adder8(a,b,sum);
input [7:0] a,b;
output [7:0] sum;
wire [7:0] sum;
assign sum = a + b;
endmodule
module adder10(a,b,sum);
input [9:0] a,b;
output [9:0] sum;
wire [9:0] sum;
assign sum = a + b;
endmodule
==> notes.md <==
Results of the implementation run.

The share of power burned in the clock network came out at 0. The max-slew headroom at the worst pin came out at 0.730. The sequential share of power came out at 0. The pre-CTS setup check shows a worst slack of a little under 4 ns. The filler cell count is 632. The number of setup violations in the final report came out at 0. The critical path depth in cells came out at 23. The via count of the first global-routing pass came to around 2,000.

The count of cells along the worst hold path came out at 3. The layout sequential cell count came out at 0. The detailed router reported a total wirelength of 5170 um. The overall die height is 85.0 um. Across all hold checks on the routed design, the worst slack comes to 8.19 ns. The combinational share of power came out at 1.000. After routing, the total negative slack on setup checks comes to 0 ns. The longest individual stage delay on the worst path is 0.54 ns. OpenSTA lists the critical path startpoint as a[1].

The cell occurring most often along the worst timing path is fa_1. The total leakage power is 1.70 nW. The count of inserted antenna diode cells came out at 0. The detail route stage leaves a number of antenna-violating nets equal to 0.

According to the report, the first pass of detailed routing completed in 4 iterations. The number of hold-repair buffers added at the cts stage is 0. On the critical path the largest part of the delay comes from adder cells.

The peak-usage layer in the global routing report is met1. The final report gives the core utilization as 0.487. For the worst min-delay path, the startpoint reported by OpenROAD is a[0]. The post-synthesis average cell area is roughly 8.9 um^2. Per the repair_timing log after CTS, setup buffers inserted total 0. For met3 alone, demand over resource in global routing was 0.00395. The area of combinational cells with multiple inputs came out at 2650 um^2. For reference, the most critical setup path is categorized as in2out. The gate count after technology mapping is 309. The initial detailed-routing violation count came out at 63. By instance count after routing, the leading logic cell types are ha_1, and2_1, clkdlybuf4s50_1, xnor2_1, inv_1. The met1 track demand over resource in global routing came out at 0.269. The kind of end point of the critical path is an output pin. The yosys synthesis chip area came out at 2760 um^2. The post-cts sizing count is 0. The global placement routability congestion is 0.830. Yosys printed 0 warnings.

The area of the core is between 6000 and 7000 um^2. The overall track demand over capacity in global routing came out at 0.163. The total congestion overflow came out at 0. Per the layout area report, the register area comes to 0 um^2. The flow ran to the end, and the final reports show no timing, DRC or antenna violations.

In the final layout, the share of cells above drive strength 1 is 0.0176. The endpoint with the worst hold slack is result[0]. The floorplan-stage core utilization is 0.424. The die outline width came out at around 85 um. The cell area after placement is 3160 um^2.

The number of max-cap violations came out at 0. In this run the worst hold path is classified as in2out. Per the detail_route report, DRC violations left total 0.

The fraction of the cycle the final worst path needs came out at 0.773. The design area is between 3000 and 4000 um^2. The largest individual stage delay along the critical path comes from the cell clkdlybuf4s50_1. The number of primary I/O pins is 32.

Setup repair after global routing left no endpoint under its margin. Looking at the max-slew report, the worst-margin pin has a slew of 0.405 ns. The net switching power is 0.000116 W.

The via density per instance is 4.90. The post-synthesis instance area came out at 2760 um^2. The HPWL after detailed placement is 4550 um.

The gate-level netlist out of Yosys references 26 unique cell types. The initial antenna violation count came out at 0. In this run the tools logged warnings totalling 32. The area of the chip is 7220 um^2. The count of clock-net buffers in the final layout is 0. The number of standard cells reported by yosys is approximately 310. The row count came out at 29. The library cell used most frequently in the layout, excluding fill and tap cells, is ha_1. The average wire per standard cell is ~12 um. The first-pass GRT wire length came out at 9340 um. The global routing report lists met2 layer usage as 0.257. The maximum clock frequency came out at around 73 MHz. The final number of max-transition violations is 0. In the power breakdown, the internal column shows 0.000166 W. The buffers plus inverters on the worst setup path is 4. For reference, the critical path cell chain is clkdlybuf4s50_1, and2_1, ha_1, fa_1, fa_1, xnor2_1, ha_1, fa_1, inv_1, fa_1, inv_1, ha_1, fa_1, a21o_1, a21oi_1, xnor2_1, fa_1, a21o_1, a21oi_1, o21bai_1, a21oi_1, xnor2_1, clkdlybuf4s50_1. Per the final timing report, the hold violations number 0. The routed via count is 2,045. STA classifies the critical path startpoint as an input pin. The flow measured a signed area growth from synthesis to layout of 14.8%.

Along the worst path, the maximum fanout reaches 8. The share of the Yosys chip area taken by registers is 0. Switching power as a fraction of the total was reported as 0.411. The number of buffers added on ports came out at 32.

The final period demand of the worst path came out at 13.68 ns. The final worst slack came out at between 4 and 5 ns. The arrival time at the worst endpoint came out at 10.14 ns.

The maximum ir drop on the vdd rail is 0.0000797 V. Entering global routing, the biggest net connects 9 pins. The required time at the worst-slack endpoint is 14.16 ns. The total power per unit cell area came out at 88.9 nW/um^2.
## kinds of logic after synthesis
family / count (synthesis) / share of synthesized area
compound gates: 47 / 0.109
xor+xnor: 43 / 0.137
buf+inv: 26 / 0.0368
fa+ha+maj: 103 / 0.517
simple gates: 90 / 0.201
## metal layers
layer	share of wire	routed length [um]
met1	0.57	2960
met2	0.41	2100
met3	0.021	106
met4	0	0
met5	0	0
## cell usage after synthesis (2+ instances only)
cell,count,area [um^2]
nand3_1,2,10.0
o21ai_0,2,10.0
and2_1,64,400
ha_1,85,1060
a21oi_1,23,115
nand2_1,6,22.5
nand3b_1,3,22.5
xor2_1,15,131
inv_1,25,93.8
xnor2_1,28,245
o21bai_1,3,22.5
a21o_1,15,113
fa_1,18,360
nor2_1,8,30.0
## layout make-up
| class | count | area share |
|---|---|---|
| repair buffers | 32 | 0.101 |
| multi-input cells | 283 | 0.839 |
| inverters | 25 | 0.0297 |
| well taps | 77 | 0.0304 |
## stage by stage
step	cells	power, W
after floorplan	309	0.000159
after global placement	417	0.000285
after detailed placement	417	0.000284
after CTS	417	0.000288
after global routing	417	0.000321
final	417	0.000281
## power by group through the flow
| stage | Combinational [W] | Sequential, W | Clock, W |
|---|---|---|---|
| after global routing | 0.000321 | 0 | 0 |
| final | 0.000281 | 0 | 0 |
| after CTS | 0.000288 | 0 | 0 |
## how the worst max path moves through the flow
| stage | endpoint | slack [ns] |
|---|---|---|
| global route | result[14] | 3.59 |
| finish | result[14] | 4.02 |
| CTS | result[14] | 3.94 |
## worst min-delay path, stage by stage
cell	delay (ns)
clkdlybuf4s50_1	0.51
and2_1	0.21
clkdlybuf4s50_1	0.39
Power is estimated from default activity; no workload was simulated.
