File: /design/flow/design.v
`timescale 1ns / 1ps
module booth_8x8(prd, busy, mc, mp, clk, start);
output [15:0] prd;
output busy;
input [7:0] mc, mp;
input clk, start;
reg [7:0] A, Q, B;
reg Q_1;
reg [3:0] count;
wire [7:0] sum, difference;
always @(posedge clk)
begin
if (start) begin
A <= 8'b0;
B <= mc;
Q <= mp;
Q_1 <= 1'b0;
count <= 4'b0;
end
else begin
case ({Q[0], Q_1})
2'b0_1 : {A, Q, Q_1} <= {sum[7], sum, Q};
2'b1_0 : {A, Q, Q_1} <= {difference[7], difference, Q};
default: {A, Q, Q_1} <= {A[7], A, Q};
endcase
count <= count + 1'b1;
end
end
alu adder (sum, A, B, 1'b0);
alu subtracter (difference, A, ~B, 1'b1);
assign prd = {A, Q};
assign busy = (count < 8);
endmodule
module alu(out, a, b, cin);
output [7:0] out;
input [7:0] a;
input [7:0] b;
input cin;
assign out = a + b + cin;
endmodule
File: /design/flow/run.sh
#!/bin/bash
# OpenROAD 26Q1-2900-gdf79404cd8, Yosys 0.63+post, stock flow scripts
make -C /OpenROAD-flow-scripts/flow DESIGN_CONFIG=/design/flow/config.mk WORK_HOME=/design/flow/orfs finish
File: /design/flow/config.mk
export PLATFORM = sky130hd
export DESIGN_NAME = booth_8x8
export DESIGN_NICKNAME = booth_8x8
export VERILOG_FILES = /design/flow/design.v
export SDC_FILE = /design/flow/constraint.sdc
export NUM_CORES = 4
export LEC_CHECK = 1
export CORE_UTILIZATION = 30
File: /design/flow/constraint.sdc
current_design booth_8x8

set clk_period 4.8
set clk_io_pct 0.2

create_clock -name clk0 -period $clk_period [get_ports {clk}]

set non_clock_inputs [all_inputs -no_clocks]
set_input_delay [expr $clk_period * $clk_io_pct] -clock clk0 $non_clock_inputs
set_output_delay [expr $clk_period * $clk_io_pct] -clock clk0 [all_outputs]
==> qor.yml <==
place:
  numPortBuffers: 34
  place_area_um2: 2128
  gp_congestion: 0.8117
  pre_cts_slack_ns: 2.207
  dpl.hpwl_um: 2506
floorplanning:
  num_rows: 27
  fp.dieW_um: 77.89
  ios: 35
  die_h_um: 77.89
  fp_util: 0.3119
  core_area_um2: 5540
  chipArea_um2: 6067
synthesis:
  ys_types: 42
  syn_area_um2: 1728
  synth.avg_cell_area_um2: 9.653
  edf_count: 8
  fa_ha_area_frac: 0.1535
  ys_seq_frac: 0.3823
  mux_share: 0.05720
  syn_inst: 179
  yosysChipArea_um2: 1728
  xor_share: 0.03548
  yosys.area_share.simple: 0.1007
  synthArstFlopShare: 0
  synth_flops: 29
  top_logic_kind: "AND-OR/OR-AND gates"
  ff_type: "dfxtp_1"
  ys_sh_aoi: 0.1948
  ys_cells: 179
  yosys_warnings: 1
grt:
  grt_use_total: 0.1205
  grt_pass1_vias: 1275
  grt_overflow: 0
  antenna_found_initial: 0
  grt_use_met3: 0.02151
  use_met1: 0.1816
  met2_usage: 0.1867
  grt_max_degree: 28
  grt_pass1_wl_um: 5865
  top_usage_layer: "met2"
worst_setup_path:
  worstPathRequired_ns: 4.94
  r2r_start: "A[0]$_SDFF_PP0_"
  worst-path-max-fanout: 27
  cp_slowest_stage_delay_ns: 0.45
  crit_family: "buffers and inverters"
  endpoint_kind: "flop"
  cp-startpoint: "start"
  cp.arrival_ns: 2.42
  critical_path_class: "in -> reg"
  crit_chain: "clkdlybuf4s50_1, buf_4, inv_1, o21a_1, and3_1, o311ai_0, o211ai_1"
  critPathSlowestCell: "clkdlybuf4s50_1"
  path_buffers: 3
  crit_path_start_kind: "input port"
sta:
  hold_viol: 0
  slew_headroom: 0.7082
  clock_skew_ns: 0.008926
  post-route-period-util: 0.4756
  finalMaxSlewViolations: 0
  setup_viol: 0
  tns_ns: 0
  rsz0062_at_grt: "no"
  max_clock_freq_ghz: 0.4380
  setup_slack_ns: 2.517
  worst_pin_slew_ns: 0.4323
  period_needed_ns: 2.283
clocking:
  clockBufferDepth: 2
  cts_max_level: 2
  clock_latency_ns: 0.27
  post-cts-setup-buffers: 0
  clk_pin_slew_worst_paths_ns: 0.06
  cts_made_buffers: 5
  cts_tree: "built"
  numClockSinks: 29
  cts_root_buffer: "clkbuf_8"
  ctsHoldBuffers: 0
  post_cts_resize_count: 0
layout:
  final-seq-area_um2: 660.6
  final_cell_area_um2: 2218
  logic_area_um2: 935.9
  fill_cells: 559
  layout-drive-gt1-share: 0.08837
  syn_to_final_growth_pct: 28.39
flow_run:
  openroad.warnings: 34
  maxCapViolations: 0
detailed_routing:
  wl_per_cell_um: 11.62
  wl_um: 3334
  firstDrtPassIters: 4
  via_per_inst: 4.707
  insertedDiodeCount: 0
  vias: 1351
  drtIter0Drc: 69
  ant_nets: 0
  route.detailed.drc: 0
pwr:
  switching_share: 0.3069
  p_seq_frac: 0.397
  vdd_drop_max_mv: 0.2097
  p_leak_nw: 0.9247
  pwr-share-clk: 0.258
  pwr_density_cell_nw_per_um2: 349.3
  switching_power_mw: 0.2378
  combPwrFrac: 0.345
  internal_power_mw: 0.5371
hold_path:
  hp-class: "reg -> reg"
  worstHoldStart: "count[0]$_SDFF_PP0_"
outcome:
  status: "finished clean"
==> cell usage after synthesis (3+ instances only) <==
| master | number | area (um^2) |
|---|---|---|
| o21ai_0 | 5 | 25.02 |
| ha_1 | 18 | 225.2 |
| o211ai_1 | 4 | 30.03 |
| edfxtp_1 | 8 | 240.2 |
| nand2b_1 | 5 | 31.28 |
| xnor2_1 | 5 | 43.79 |
| buf_2 | 3 | 15.01 |
| nand2_1 | 9 | 33.78 |
| inv_1 | 25 | 93.84 |
| nor2_1 | 12 | 45.04 |
| dfxtp_1 | 21 | 420.4 |
| a2111oi_0 | 3 | 26.28 |
| a21oi_1 | 9 | 45.04 |
| a211oi_1 | 4 | 30.03 |
| mux2_2 | 7 | 78.83 |
==> through the flow <==
stage / std cells / hold WS [ns] / utilization / power, mW
after floorplan: 179 / 0.4176 / - / 0.4857
after global routing: 287 / 0.4741 / 0.4004 / 0.8341
after global placement: 279 / 0.4348 / 0.3841 / 0.5830
after detailed placement: 279 / 0.4365 / 0.3841 / 0.5788
after CTS: 287 / 0.4497 / 0.4004 / 0.7857
final: 287 / 0.4492 / 0.4004 / 0.7749
==> state kept, by name (all words and copies together), names as in the netlist <==
name,cells
Q_1,1
count,4
B,8
A,8
Q,8
==> worst reg2reg max path, cell delays in order, from the launching register on <==
cell and delay (ns):
dfxtp_1 0.39, inv_1 0.08, ha_1 0.19, fa_1 0.40, nand2b_1 0.19, a21o_1 0.18, a211oi_1 0.23, a21oi_1 0.08
o311a_1 0.29
==> cells by family after synthesis <==
group                      after synthesis
buffers and inverters                   32
adders and majority gates               20
AOI/OAI and AO/OA                       45
DFF                                     29
muxes                                    9
xor gates and xnor gates                 7
and+or+nand+nor                         37
==> metal layers <==
metal | wire length (um) | vias to the layer above
met3 | 176 | 6
met1 | 1606 | 611
met5 | 0 | -
met2 | 1472 | 33
met4 | 78 | 0
li1 | - | 701
==> worst paths after layout <==
check	end	slack (ns)	depth (start not counted)
hold reg to reg	count[0]$_SDFF_PP0_	0.45	1
setup reg to reg	A[5]$_SDFF_PP0_	2.66	8
hold / removal	count[0]$_SDFF_PP0_	0.45	1
setup / recovery	A[6]$_SDFF_PP0_	2.52	7
==> cells in the final DEF (no fill, tap or decap), types with 3 or more instances in the layout <==
cell type	synthesis	routed
a2111oi_0	3	3
a211oi_1	4	4
a21oi_1	9	9
clkbuf_8	0	6
clkdlybuf4s50_1	0	34
dfxtp_1	21	21
edfxtp_1	8	8
ha_1	18	18
inv_1	25	25
mux2_2	7	7
nand2_1	9	9
nand2b_1	5	5
nor2_1	12	12
o211ai_1	4	4
o21ai_0	5	5
xnor2_1	5	5
==> cell type report <==
cell class / count / share of cell area
clock buffers: 8 / 0.04061
flip-flops and latches: 29 / 0.2978
well taps: 72 / 0.04061
inverters: 25 / 0.04230
repair buffers: 35 / 0.1568
multi-input cells: 118 / 0.4219
==> power groups by stage <==
stage         registers, mW  clock network, mW  logic [mW]
CTS                   0.308              0.209       0.269
global route          0.312              0.219       0.303
finish                0.308              0.200       0.268
Power figures rest on the tool's default switching activity, not on a simulated workload.
